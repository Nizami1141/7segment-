===== flow/design.v =====
module segment_display(
input [3:0] in,
output reg [6:0] seg,
output [5:0] sel
);
assign sel = 6'b011111;
always @(in) begin 
case(in)
4'b0000: seg = 7'b0000001;
4'b0001: seg = 7'b1001111;
4'b0010: seg = 7'b0010010;
4'b0011: seg = 7'b0000110;
4'b0100: seg = 7'b1001100;
4'b0101: seg = 7'b0100100;
4'b0110: seg = 7'b0100000;
4'b0111: seg = 7'b0001111;
4'b1000: seg = 7'b0000000;
4'b1001: seg = 7'b0000100;
default: seg = 7'b1000000;
endcase
end
endmodule

===== flow/run.sh =====
#!/bin/bash
# OpenROAD 26Q1-2900-gdf79404cd8, Yosys 0.63+post, stock flow scripts
make -C /OpenROAD-flow-scripts/flow DESIGN_CONFIG=/design/flow/config.mk WORK_HOME=/design/flow/orfs finish

===== flow/config.mk =====
export PLATFORM = sky130hd
export DESIGN_NAME = segment_display
export DESIGN_NICKNAME = segment_display
export VERILOG_FILES = /design/flow/design.v
export SDC_FILE = /design/flow/constraint.sdc
export NUM_CORES = 4
export LEC_CHECK = 1
export CORE_AREA = 10 10 70 70
export DIE_AREA = 0 0 80 80

===== flow/constraint.sdc =====
current_design segment_display

set clk_period 1.0
set clk_io_pct 0.2

create_clock -name clk0 -period $clk_period

set non_clock_inputs [all_inputs -no_clocks]
set_input_delay [expr $clk_period * $clk_io_pct] -clock clk0 $non_clock_inputs
set_output_delay [expr $clk_period * $clk_io_pct] -clock clk0 [all_outputs]

==> impl_summary.log <==
[flow] final metrics
[metrics] post-synth top area share: 25.00%
[metrics] endpoint class of the critical path: output pin
[metrics] number of standard cells reported by yosys: 34
[metrics] hold crit path type: primary input to output pin
[metrics] vias per std cell: 2.609
[metrics] filler cell count: 390
[metrics] Slowest-stage cell, CP: mux2i_1
[metrics] Gate Count Post-Synth: 34
[metrics] Worst IR Drop VDD: 0.00004235 V
[metrics] Worst Path Arrival: 940 ps
[metrics] clock buffer count in the final layout: 0
[metrics] total die area: 6400 µm²
[metrics] cell-by-cell trace of the critical path: buf_8, buf_6, ha_4, mux2i_1, o22ai_2, buf_2
[metrics] fraction of layout cells with a size suffix above 1: 60.87%
[metrics] total setup violations reported at the end of the flow: 6
[metrics] Core Util at FP: 7.326%
[metrics] WHS Endpoint: seg[4]
[metrics] Cell Area, Synth: 250.2 µm²
[metrics] RSZ-0062 raised after global routing: yes
[metrics] Worst Hold Path Cells: 3
[metrics] worst setup margin: -143.5 ps
[metrics] register area: 0 µm²
[metrics] input/output buffers: 11
[metrics] failing checks: setup timing
[metrics] DR iter-0 viols: 2
[metrics] type of element launching the critical path: primary input
[metrics] final clock period utilization by the worst path: 114.4%
[metrics] remaining global-route overflow: 0
[metrics] total routing usage reported by global routing: 2.032%
[metrics] max-slew violations: 0
[metrics] worst hold start: in[2]
[metrics] Max Fclk: 874.5 MHz
[metrics] synth cell count leaders: 7 x buf_4, 5 x ha_1, 3 x mux2i_1, 3 x nand2b_1
[metrics] gpl congestion: 0.6673
[metrics] half-perimeter wire length of the detailed placement result: 558.4 µm
[metrics] sequential cell count: 0
[metrics] total cell area reported by yosys after synthesis: 250.2 µm²
[metrics] max cap viols: 0
[metrics] average routed wire per standard cell: 7.522 µm
[metrics] diode insertion count for antenna repair: 0
[metrics] Horiz. Die Dim: 80 µm
[metrics] Post-Route WL: 692 µm
[metrics] number of buffers inserted by hold repair at cts: 0
[metrics] global-route wire length before repair: 1152 µm
[metrics] vias post-DR: 240
[metrics] Cell Count, Final, Fillers Out: 92
[metrics] antenna violations before repair: 0
[metrics] Yosys warning total: 1
[metrics] Distinct cells, synth: 14
[metrics] Setup WS pre-CTS: -1017 ps
[metrics] layout overhead on the synthesized area: 86.50%
[metrics] Post-CTS Setup Inserts: 0
[metrics] part of the Yosys area used for sequential elements: 0%
[metrics] ratio of total power to cell area: 309.9 nW/µm²
[metrics] critical path class: primary input to output pin
[metrics] OpenROAD warning count: 38
[metrics] Core ar.: 3416 µm²
[metrics] Min Clock Period, post-route: 1144 ps
[metrics] number of iterations in the first detailed-routing pass: 2
[metrics] height of the die: 80 µm
[metrics] worst-path fanout max: 4
[metrics] leakage: 0.2055 nW
[metrics] Final Hold Violating Endpoints: 0
[metrics] post-route DRC violation count: 0
[metrics] Antenna Violating Nets Remaining: 0
[metrics] Critical Path Max Stage Delay: 160 ps
[metrics] largest net degree at the start of global routing: 9
[metrics] top cell type by instance count after synthesis: buf_4
[metrics] cell types occupying the most area after synthesis: ha_1 25%, buf_4 21%, mux2i_1 12%
[metrics] Worst EP required: 800 ps
[metrics] number of global-route vias before repair: 246
[metrics] post-synthesis area per instance: 7.360 µm²
[metrics] run status: complete, but fails checks
[metrics] Cell Rows: 21
[metrics] library cell with the largest summed area after synthesis: ha_1
[metrics] I/O pins: 17
[metrics] number of instances in the placed design: 92
## worst max-delay path: cells and delay by family
kind	cells	cell delay (ps)
buf+inv	3	340
mux	1	160
compound gates	1	90
fa+ha+maj	1	150
## cell type report
| class | instances | area, µm² | area share (%) |
|---|---|---|---|
| Inverter | 2 | 17.52 | 3.753 |
| Multi-Input combinational cell | 28 | 265.3 | 56.84 |
| Tap cell | 46 | 57.56 | 12.33 |
| Timing Repair Buffer | 16 | 126.4 | 27.08 |
## through the flow
stage          TNS (ps)  hold slack [ps]  instance area (µm²)  power [mW]  utilization [%]
2_1_floorplan         0            510.3                265.3     0.06787                -
3_3_place_gp      -6456             1470                406.6      0.1261            11.90
3_5_place_dp      -6430             1466                406.6      0.1257            11.90
4_1_cts          -564.6            752.6                455.4      0.1406            13.33
5_1_grt          -820.8            731.7                466.7      0.1607            13.66
6_report         -551.6            711.4                466.7      0.1446            13.66
## what timing repair did
item                       CTS  global route
gates resized               62             4
pin swaps                    7             4
setup endpoints to repair    7             7
## report_power, final
group          switching [mW]  internal [mW]
Sequential                  0              0
Combinational          0.0624         0.0822
Clock                       0              0
Total                  0.0624         0.0822
## per-layer routing
layer  wire [µm]  track usage (%)  up-vias
li1            -                -      119
met1         305            2.637      111
met2         328            3.531       10
met3          58           0.4545        0
met4           0                0        0
met5           0                0        -
## worst max path at each step
stage	startpoint	endpoint	slack, ps	cells past startpoint
final	in[0]	seg[2]	-140	6
after global routing	in[0]	seg[2]	-180	6
after CTS	in[1]	seg[2]	-120	6
## cell families after synthesis
family	count (synthesis)	synth area share (%)
other	2	3.001
AND-OR/OR-AND	4	10.00
AND/OR/NAND/NOR	10	21.50
adder cells (fa/ha/maj)	5	25.00
buffers and inverters	10	28.50
multiplexers	3	12.00
## cells in the final DEF, fill, tap and decap left out, types with 2 or more instances in the layout
master    Yosys  routed
buf_2         0       8
conb_1        2       6
mux2i_1       3       3
ha_4          0       3
buf_4         7       3
buf_6         1       3
inv_6         0       2
nor2_1        2       2
nand2b_1      3       2
or2_1         2       2
a21oi_2       1       2
buf_8         0       2
Power figures rest on the tool's default switching activity, not on a simulated workload.
