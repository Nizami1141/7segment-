File: /design/flow/design.v
module counter(
    input clk,
    input rst,
    output reg [6:0] seg,
    output [5:0] sel
);
    reg [24:0] clk_div;
    reg [3:0] counter;
    assign sel = 6'b011111;
    always @(posedge clk or posedge rst) begin
        if (rst)
            clk_div <= 0;
        else
            clk_div <= clk_div + 1;
    end
	 assign slow_clk = clk_div[24];
    always @(posedge clk_div[24] or posedge rst) begin
        if (rst)
            counter <= 4'b0000;
        else if (counter == 4'b1001)
            counter <= 4'b0000;
        else
            counter <= counter + 1;
    end
    always @(*) begin
        case (counter)
            4'b0000: seg = 7'b0000001;
            4'b0001: seg = 7'b1001111;
            4'b0010: seg = 7'b0010010;
            4'b0011: seg = 7'b0000110;
            4'b0100: seg = 7'b1001100;
            4'b0101: seg = 7'b0100100;
            4'b0110: seg = 7'b0100000;
            4'b0111: seg = 7'b0001111;
            4'b1000: seg = 7'b0000000;
            4'b1001: seg = 7'b0000100;
            default: seg = 7'b1111111;
        endcase
    end
endmodule
File: /design/flow/run.sh
#!/bin/bash
# OpenROAD 26Q1-2900-gdf79404cd8, Yosys 0.63+post, stock flow scripts
make -C /OpenROAD-flow-scripts/flow DESIGN_CONFIG=/design/flow/config.mk WORK_HOME=/design/flow/orfs finish
File: /design/flow/config.mk
export PLATFORM = sky130hd
export DESIGN_NAME = counter
export DESIGN_NICKNAME = counter
export VERILOG_FILES = /design/flow/design.v
export SDC_FILE = /design/flow/constraint.sdc
export NUM_CORES = 4
export LEC_CHECK = 1
export CORE_AREA = 10 10 110 110
export DIE_AREA = 0 0 120 120
File: /design/flow/constraint.sdc
current_design counter

set clk_period 4.4
set clk_io_pct 0.2

create_clock -name clk0 -period $clk_period [get_ports {clk}]

set non_clock_inputs [all_inputs -no_clocks]
set_input_delay [expr $clk_period * $clk_io_pct] -clock clk0 $non_clock_inputs
set_output_delay [expr $clk_period * $clk_io_pct] -clock clk0 [all_outputs]
==> flow_summary.rst <==
Implementation results
======================

.. list-table::
   :header-rows: 1

   * - Metric
     - Value
   * - Global-route total usage across every layer
     - 3.36%
   * - Routed wirelength normalized by instance count
     - 8.30 microns
   * - Share of the clock period used by the worst path after layout
     - 34.9%
   * - Net Switching
     - 0.0000803 W
   * - Area of the multi-input gates
     - 719 sq um
   * - Chip area estimate from yosys synthesis
     - 1510 sq um
   * - Highest net fanout along the worst path
     - 5
   * - Area of placed instances
     - 1730 sq um
   * - Required time worst endpoint
     - 4570 ps
   * - Reported leakage power
     - 0.814 nW
   * - Placed insts
     - 281
   * - Via count
     - 974
   * - Hold Vio Cnt, Final
     - 0
   * - Final setup viols
     - 0
   * - Critical path destination
     - clk_div[24]
   * - Logic depth of the worst register-to-register path
     - 5
   * - Most utilized layer in the global route result
     - met1
   * - Reg area
     - 726 sq um
   * - Combined buffer and inverter count along the critical path
     - 0
   * - Post-route ant nets
     - 0
   * - Count of pins over their slew limit
     - 0
   * - Setup tns final
     - 0 ps
   * - Cell-by-cell trace of the critical path
     - ha_1 > nand3_1 > nor4_4 > nand4_1 > xnor2_1
   * - Syn Inst Count
     - 143
   * - Peak per-stage delay on the critical path
     - 400 ps
   * - End of the worst register-to-register path
     - clk_div[24]
   * - Resized Gates After CTS
     - 0
   * - CP Launch Point
     - clk_div[0]
   * - Via/cell ratio
     - 3.42
   * - Global-route wire length before repair
     - 4280 microns
   * - Antenna violations before repair
     - 0
   * - Crit path kind
     - reg -> reg
   * - Count of TritonRoute iterations in the first routing pass
     - 4
   * - Final design area excluding fillers
     - 1780 sq um
   * - CTS clk-pin slew, worst paths
     - 90 ps
   * - Unrepaired setup endpoints after global routing
     - false
   * - Outcome
     - complete, no violations
   * - Count of endpoints without a timing constraint
     - 11
   * - Number of warning messages in the yosys log
     - 2
   * - Filler Cell Count
     - 1081
   * - Worst reg-to-reg setup slack
     - 2860 ps
   * - Kind of end point of the critical path
     - flip-flop
   * - Top area cells in the synthesized netlist
     - dfrtp_1, xnor2_1, ha_1, xor2_1, nand3_1
   * - Clock group share of total power
     - 37.1%
   * - Met2 Resource Use GR
     - 4.68%
   * - Met3 Use GR
     - 1.05%
   * - Worst min-delay path category
     - reg -> reg
   * - Final Total Pwr
     - 0.000375 W
   * - Family of cells with the greatest summed delay on the critical path
     - simple AND/OR/NAND/NOR gates
   * - Max clock buf depth
     - 2
   * - Internal Dissipation
     - 0.000295 W
   * - Power per standard cell area
     - 211 nW/um^2
   * - Post-synth top flop
     - dfrtp_1
   * - Reg2Reg Launch Point
     - clk_div[0]
   * - Fraction of layout instances using a drive strength above 1
     - 9.21%
   * - Number of global-route vias before repair
     - 923
   * - Fraction of power consumed by sequential logic
     - 61.1%
   * - Portion of the post-synthesis area used by sequential elements
     - 47.9%
   * - ANT cells
     - 0
   * - DRC violations left
     - 0
   * - Synthesis-stage register bit count
     - 29
   * - GR Layer Usage met1
     - 5.14%
   * - Post-Layout Cell Count
     - 285
   * - Row count
     - 36
   * - Hold buffers post-CTS
     - 0
   * - Total congestion overflow
     - 0
   * - Layout overhead on the synthesized area
     - 17.4%
   * - Switching fraction of total power
     - 21.4%
   * - Total number of H-tree levels
     - 1
   * - Area share of the leading cell type in the synthesized netlist
     - 47.9%
   * - Peak ir drop on the vdd network
     - 0.0862 mV
   * - Crit path time final
     - 1540 ps
   * - Avg Inst Size Synth
     - 10.6 sq um
   * - CP max-delay cell
     - nor4_4
   * - Setup Skew
     - 6.98 ps
   * - Post-Place Setup Slack
     - 2850 ps
   * - DRT Wirelength
     - 2370 microns
   * - Number of standard cells reported by yosys
     - 143
   * - Number of buffers added by the clock tree synthesis step
     - 3
   * - OpenROAD warning count
     - 29
   * - Core Footprint
     - 9770 sq um
   * - Syn Std Cell Area
     - 1510 sq um
   * - Combinational share of power
     - 1.8%
   * - Fin worst setup slack
     - 2860 ps
   * - # port buffers
     - 8
   * - Initial detailed-routing violation count
     - 95
   * - Number of distinct library cell variants in the gate-level netlist after synthesis
     - 25
   * - Data arrival time of the worst path
     - 1700 ps
   * - Vertical die dimension
     - 120 microns
   * - GP Congestion
     - 0.825
   * - Postcts setup bufs
     - 0
   * - HPWL after DPL
     - 1750 microns
   * - Number of flops mapped to enable cells by yosys
     - 0
   * - Top cell type by total area after synthesis
     - dfrtp_1
   * - Maximum number of pins on one net before global-route repair
     - 30
   * - Chip footprint
     - 14400 sq um
   * - I/O Pins
     - 15
   * - Maximum operating frequency
     - 0.650 GHz
   * - Maximum capacitance violations
     - 0
   * - Horiz. Die Dim
     - 120 microns
   * - Startpoint types
     - flip-flop
   * - Clk ins delay skew pair
     - 270 ps
   * - Clock root buffer
     - clkbuf_8
   * - Register pins left without a clock
     - 4
   * - Fp util
     - 15.5%
   * - Share of flip-flops with an asynchronous set or reset
     - 100%
   * - Clock tree from TritonCTS
     - done
   * - Instance count on the critical path
     - 5
## metrics by stage
stage                     util, %  hold slack [ps]
after global placement       17.7              460
after CTS                    18.2              479
final                        18.2              478
after floorplan                 -              443
after detailed placement     17.7              465
after global routing         18.2              506
## state kept, by name, indices dropped and copies added, names as in the netlist
register  cells
counter       4
clk_div      25
## Yosys cell counts (2+ instances only)
cell type and n:
and3_1 5, inv_1 7, a21oi_1 7, nand4_1 3, nand4_4 2, buf_4 6
nand2_1 12, ha_1 6, nand3_1 11, xnor2_1 16, nor2_1 11, conb_1 2
nor4_4 2, xor2_1 8, and3_2 3, dfrtp_1 29, a31oi_1 5
## kinds of logic (layout without fill, tap and decap cells)
kind of cell	Yosys count	after routing	synth area share (%)
AND-OR/OR-AND	14	14	5.21
XOR/XNOR	24	24	13.9
adder cells (fa/ha/maj)	6	6	4.96
buffers and inverters	16	21	5.54
flip-flops	29	29	47.9
multiplexers	1	1	0.661
other	2	6	0.496
AND/OR/NAND/NOR	51	51	21.3
## area by class of cell
| cell class | instances | share of cell area, % |
|---|---|---|
| Sequential cell | 29 | 40.8 |
| Multi-Input combinational cell | 102 | 40.5 |
| Tap cell | 133 | 9.36 |
| Timing Repair Buffer | 9 | 4.93 |
| Clock buffer | 3 | 2.32 |
| Inverter | 8 | 1.69 |
| Clock inverter | 1 | 0.422 |
## layer usage
layer | vias up | part of all wire, %
met5 | - | 0
met4 | 0 | 0.68
met3 | 4 | 5.5
met2 | 20 | 43
met1 | 462 | 51
li1 | 488 | -
## how the worst min path moves through the flow
| stage | startpoint | end | slack [ps] | cells past startpoint |
|---|---|---|---|---|
| 4_1_cts | clk_div[0] | clk_div[0] | 480 | 1 |
| 5_1_grt | clk_div[23] | clk_div[23] | 510 | 1 |
| 6_report | clk_div[0] | clk_div[0] | 480 | 1 |
## cell usage in the layout, fill, tap and decap left out
cell type        instances
inv_1                    7
a31oi_1                  5
ha_1                     6
clkinvlp_4               1
nor4_4                   2
nand4_1                  3
o31ai_1                  1
nor2_1                  11
and3_1                   5
mux2i_1                  1
and3_2                   3
clkinv_1                 1
buf_4                    1
nand4_4                  2
nand2_1                 12
dfrtp_1                 29
nand3_4                  1
conb_1                   6
clkbuf_8                 3
xnor2_1                 16
a21oi_1                  7
or2_2                    1
clkdlybuf4s50_1          8
nand3_1                 11
o21ai_0                  1
xor2_1                   8
## power groups by stage
stage / clock (W) / sequential, W / combinational (W)
CTS: 0.000141 / 0.000229 / 0.00000738
global route: 0.000155 / 0.000230 / 0.00000815
finish: 0.000139 / 0.000229 / 0.00000663
Power figures rest on the tool's default switching activity, not on a simulated workload.
